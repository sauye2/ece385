--- flow/run.sh ---
#!/bin/bash
# OpenROAD 26Q1-2900-gdf79404cd8, Yosys 0.63+post, stock flow scripts
make -C /OpenROAD-flow-scripts/flow DESIGN_CONFIG=/design/flow/config.mk WORK_HOME=/design/flow/orfs finish
--- flow/config.mk ---
export PLATFORM = sky130hd
export DESIGN_NAME = MUX_Data_Bus
export DESIGN_NICKNAME = MUX_Data_Bus
export VERILOG_FILES = /design/flow/design.v
export SDC_FILE = /design/flow/constraint.sdc
export NUM_CORES = 4
export LEC_CHECK = 1
export CORE_AREA = 10 10 85 85
export DIE_AREA = 0 0 95 95
--- flow/constraint.sdc ---
current_design MUX_Data_Bus

set clk_period 1.0
set clk_io_pct 0.2

create_clock -name clk0 -period $clk_period

set non_clock_inputs [all_inputs -no_clocks]
set_input_delay [expr $clk_period * $clk_io_pct] -clock clk0 $non_clock_inputs
set_output_delay [expr $clk_period * $clk_io_pct] -clock clk0 [all_outputs]
--- flow/design.v ---
module MUX_MIO (
    input logic[15:0] Data_to_CPU,
    input logic[15:0] Data_Bus,
    input logic MIO_EN,
    output logic[15:0] MDR_In
);
always_comb
begin
    case(MIO_EN)
        1'b0: MDR_In = Data_Bus;
        1'b1: MDR_In = Data_to_CPU;
    endcase
end
endmodule
module MUX_PC (
    input logic[15:0] Data_Bus,
    input logic[15:0] Data_Adder,
    input logic[15:0] PC_Next,
    input logic[1:0] Select,
    output logic[15:0] PC_In
);
always_comb
begin
    case (Select)
        default: PC_In = PC_Next;
        2'b10: PC_In = Data_Adder;
        2'b11: PC_In = Data_Bus;
    endcase
end
endmodule
module MUX_Data_Bus(
    input logic[15:0] PC,
    input logic[15:0] MDR,
    input logic[15:0] Data_Adder,
    input logic[15:0] Data_ALU,
    input logic GatePC, GateMDR, GateMARMUX, GateALU,
    output logic[15:0] Data_Bus
);
always_comb
begin
    if (GatePC == 1'b1)
        Data_Bus = PC;
    else if (GateMDR == 1'b1)
        Data_Bus = MDR;
    else if (GateMARMUX == 1'b1)
        Data_Bus = Data_Adder;
    else if (GateALU == 1'b1)
        Data_Bus = Data_ALU;
	 else
		  Data_Bus = 16'b0;
end
endmodule
module MUX_ADDR1(
    input logic[15:0] SR1_OUT,
    input logic[15:0] PC,
    input logic Select,
    output logic[15:0] ADDR1_OUT
);
always_comb
begin
    case (Select)
        1'b0: ADDR1_OUT = PC;
        1'b1: ADDR1_OUT = SR1_OUT;
    endcase
end
endmodule
module MUX_ADDR2(
    input logic[15:0] SEXT6,
    input logic[15:0] SEXT9,
    input logic[15:0] SEXT11,
    input logic [1:0] Select,
    output logic[15:0] ADDR2_OUT
);
always_comb
begin
    case(Select)
        2'b00: ADDR2_OUT = 16'b0;
        2'b01: ADDR2_OUT = SEXT6;
        2'b10: ADDR2_OUT = SEXT9;
        2'b11: ADDR2_OUT = SEXT11;
    endcase
end
endmodule
module MUX_DR(
    input logic[2:0] IR,
    input logic Select,
    output logic[2:0] DR_Out
);
always_comb
begin
    case (Select)
        1'b0: DR_Out = IR;         
        1'b1: DR_Out = 3'b111;
    endcase
end
endmodule
module MUX_SR1(
    input logic[2:0] IR68,
    input logic[2:0] IR911,
    input logic Select,
    output logic[2:0] SR1_Out
);
always_comb
begin
    case (Select)
        1'b0: SR1_Out = IR68;
        1'b1: SR1_Out = IR911;
    endcase
end
endmodule
module MUX_SR2(
    input logic[15:0] SEXT5,
    input logic[15:0] SR2_OUT,
    input logic Select,
    output logic[15:0] SR2MUX_OUT
);
always_comb
begin
    case (Select)
        1'b0: SR2MUX_OUT = SR2_OUT;
        1'b1: SR2MUX_OUT = SEXT5;
    endcase
end
endmodule
==> notes.md <==
flow finished, numbers: status=complete, but fails checks, failing checks=negative setup slack, Layout area overhead=305%, Cell Type Count=16, crit path from=Data_Adder[9], drt pass-1 iters=4, initial antenna violation count=0, CP startpoint kind=input pin, synthesized area=around 400 µm², Max transition margin=86.2%, crit path max fanout=1, register share after synthesis=0%, Diodes inserted=0, hold path startpoint=MDR[6], first-pass GRT wire length=between 5000 and 6000 µm, Crit path largest cell delay=0.41 ns, RSZ-0062 raised after global routing=true, period utilization=121%, CP bufs+invs=2, # Cells Yosys=61, grt ovf=0, GRT Util Overall=7.56%, core region area=5470 µm², Synth Warn #=1, FILL cells=572, register area=0 µm², largest net degree at the start of global routing=11, vias in the first global route=about 1000, num ports=84, clock buf count=0, Final setup viols=16, worst setup margin=-0.213 ns, Worst-Margin Slew=0.207 ns, min Tclk post-route=about 1.2 ns, Mapped Cells=61, post-DR vias/cell=approximately 3.8, critical path arrival=1.01 ns, chip area in the Yosys report=400 µm², WP data required=0.80 ns, DRT Wirelength=3600 µm, Max VDD drop=0.000189 V, number of buffers added on ports=between 80 and 90, share of cells above drive strength 1=43.0%, drt wl/cell=15.6 µm, FP Util=7.32%, Crit. End Element=output port, die area=about 9000 µm², Final Wtd Congestion=0.786, delay-heaviest family, CP=buffers and inverters, std cell rows=27, Avg Cell Area, Syn=6.56 µm², worst-path cell chain=clkdlybuf4s50_1, a22oi_2, a21oi_2, buf_2, tool warning count=34, critical path type=input pin to output port, pwr/cell area=397 nW/µm², max_cap viols=0, Final Util=between 20% and 30%, Leak=slightly below 0.8 nW, Slew Limit Fails=0, Die X=95 µm, final hold violation count=0, via count=877, Initial DRC Count=15, fmax=824 MHz, remaining antenna violation count after routing=0, Pwr Total=0.000643 W, HPWL after detailed placement=3050 µm, slowest CP cell=clkdlybuf4s50_1, DRC Markers=0, flip-flops=0, CTS Hold Buffers Added=0, die height=95 µm, hold crit path type=input pin to output port
==> kinds of logic (layout without fill, tap and decap cells) <==
kind of cell | after synthesis | count (layout) | share of synthesized area (%)
and+or+nand+nor | 8 | 8 | 14.4
AOI/OAI and AO/OA | 46 | 46 | 72.8
buffers and inverters | 7 | 104 | 12.8
==> Yosys cell counts <==
master	count	area [µm²]
a22oi_2	1	12.5
a31oi_1	2	12.5
nand2b_2	1	8.76
nor2_1	1	3.75
buf_6	2	22.5
buf_2	2	10.0
buf_4	2	15.0
nand2_1	2	7.51
a21oi_1	14	70.1
o22ai_1	15	93.8
nand3b_1	2	15.0
nor2b_4	1	13.8
inv_1	1	3.75
or3b_1	1	8.76
o21ai_0	1	5.00
a22oi_1	13	97.6
==> routing by layer <==
layer,GRT usage [%],vias to the layer above,share of wire (%)
li1,-,455,-
met1,9.51,387,40
met2,13.0,35,52
met3,2.56,0,8.5
met4,0,0,0
met5,0,-,0
==> where the power goes <==
group	internal [W]	total, W	switching, W
clock network	0	0	0
registers	0	0	0
logic	0.000436	0.000643	0.000207
==> final cells by class <==
type	count	area, µm²	share of cell area [%]
Timing Repair Buffer	103	1050	64.6
Multi-Input combinational cell	54	480	29.6
Tap cell	72	90.1	5.56
Inverter	1	3.75	0.231
==> final timing paths <==
check                         end  slack [ns]  depth (start not counted)
worst min-delay path  Data_Bus[6]        0.76                          4
worst max-delay path  Data_Bus[9]       -0.21                          4
==> tightest hold or removal path, stage by stage <==
cell and delay, ns:
dlymetal6s2s_1 0.10, o22ai_2 0.08, a21oi_2 0.09, buf_2 0.10
==> metrics by stage <==
stage	setup TNS, ns	hold slack, ns	instance area (µm²)	setup slack (ns)	std cells
floorplan	0	0.485	400	0.0474	61
global placement	-15.07	1.36	1420	-0.962	224
detailed placement	-15.01	1.35	1420	-0.976	224
CTS	-3.88	0.873	1590	-0.303	233
global route	-3.49	0.796	1620	-0.275	230
finish	-2.65	0.765	1620	-0.213	230
==> timing repair <==
item                                    4_1_cts  5_1_grt
endpoints found under the setup margin       16       16
gates resized                               116       28
cloned                                        2        0
setup buffers                                 7        0
pin swaps                                    30       21
==> layout by cell type, fill, tap and decap left out, drive strengths merged, types with 2 or more instances in the layout <==
cell | synthesis | routed
o22ai | 15 | 15
dlygate4sd2 | 0 | 9
nand2 | 2 | 2
buf | 6 | 39
dlymetal6s2s | 0 | 19
a21oi | 14 | 14
clkdlybuf4s50 | 0 | 35
a22oi | 14 | 14
a31oi | 2 | 2
nand3b | 2 | 2
Power and IR drop assume default switching activity.

===== flow/design.v =====
module reg_file(input logic Clk, Reset, Load,
					 input logic [2:0] DR_In, 
					 input logic [2:0] SR1_In, 
					 input logic [2:0] SR2_In,
					 input logic [15:0] Data_Bus,
					 output logic [15:0] SR1_Out, 
					 output logic [15:0] SR2_Out);
	logic [7:0][15:0] R;
	always_ff @ (posedge Clk)
	begin
		if(Reset)				            
		begin
			R[0] <= 16'h0000;
			R[1] <= 16'h0000;
			R[2] <= 16'h0000;
			R[3] <= 16'h0000;
			R[4] <= 16'h0000;
			R[5] <= 16'h0000;
			R[6] <= 16'h0000;
			R[7] <= 16'h0000;
		end
		else
		begin
			if(Load)			
			begin
				case(DR_In)
					3'b000: R[0] <= Data_Bus;
					3'b001: R[1] <= Data_Bus;
					3'b010: R[2] <= Data_Bus;
					3'b011: R[3] <= Data_Bus;
					3'b100: R[4] <= Data_Bus;
					3'b101: R[5] <= Data_Bus;
					3'b110: R[6] <= Data_Bus;
					3'b111: R[7] <= Data_Bus;
				endcase
			end
		end
	end
	always_comb
	begin
		case(SR1_In)
			3'b000: SR1_Out = R[0];
			3'b001: SR1_Out = R[1];
			3'b010: SR1_Out = R[2];
			3'b011: SR1_Out = R[3];
			3'b100: SR1_Out = R[4];
			3'b101: SR1_Out = R[5];
			3'b110: SR1_Out = R[6];
			3'b111: SR1_Out = R[7];
		endcase
		case(SR2_In)
			3'b000: SR2_Out = R[0];
			3'b001: SR2_Out = R[1];
			3'b010: SR2_Out = R[2];
			3'b011: SR2_Out = R[3];
			3'b100: SR2_Out = R[4];
			3'b101: SR2_Out = R[5];
			3'b110: SR2_Out = R[6];
			3'b111: SR2_Out = R[7];
		endcase
	end
endmodule

===== flow/run.sh =====
#!/bin/bash
# OpenROAD 26Q1-2900-gdf79404cd8, Yosys 0.63+post, stock flow scripts
make -C /OpenROAD-flow-scripts/flow DESIGN_CONFIG=/design/flow/config.mk WORK_HOME=/design/flow/orfs finish

===== flow/config.mk =====
export PLATFORM = sky130hd
export DESIGN_NAME = reg_file
export DESIGN_NICKNAME = reg_file
export VERILOG_FILES = /design/flow/design.v
export SDC_FILE = /design/flow/constraint.sdc
export NUM_CORES = 4
export LEC_CHECK = 1
export CORE_UTILIZATION = 40

===== flow/constraint.sdc =====
current_design reg_file

set clk_period 4.5
set clk_io_pct 0.2

create_clock -name clk0 -period $clk_period [get_ports {Clk}]

set non_clock_inputs [all_inputs -no_clocks]
set_input_delay [expr $clk_period * $clk_io_pct] -clock clk0 $non_clock_inputs
set_output_delay [expr $clk_period * $clk_io_pct] -clock clk0 [all_outputs]

==> out/qor.csv <==
stage,metric,value,unit
outcome,status,"finished, final reports clean",
worst_setup_path,cp-end-kind,output pin,
synthesis,synth_area_per_cell,7.656,sq um
final_timing,finalCritPeriodShare,0.9104,
clock_network,clockBufferDepth,2,
global_routing,grt_overflow,0,
cells_and_area,area_growth,18.27,%
worst_setup_path,rrSetupSlack,3.78,ns
synthesis,async_flop_share,0,
clock_network,worstSkewPairLatency,0.42,ns
synthesis,yosysSeqAreaShare,0.3765,
synthesis,synth_cells,889,
die,core_util_floorplan,0.4104,
die,num_io_pins,60,
route,drt-vias-per-instance,5.808,
worst_setup_path,critPathArrivalTime,3.20,ns
clock_network,h-tree-depth,4,
die,rows,47,
die,die_area,17540,sq um
clock_network,postCtsSetupBuffers,0,
cells_and_area,final_cell_area,8050,sq um
global_routing,grt_pass1_vias,6033,
place,port_buffers,59,
final_timing,clock_skew,0,ns
clock_network,cts_tree,built,
synthesis,synth_flops,128,
route,via_count,6644,
worst_setup_path,cp_slowest_cell,clkdlybuf4s50_1,
power_and_ir_drop,power.switching,0.7505,mW
route,wirelength,24500,microns
synthesis,top_cells_by_area,"dfxtp_1, nand2_1, a21oi_1",
final_timing,maxSlewHeadroom,0.4524,
synthesis,edf_count,0,
place,gp_congestion,0.9591,
place,place_hpwl,15910,microns
final_timing,final_hold_viol_count,0,
worst_setup_path,critical_path.top_delay_family,buffers and inverters,
worst_setup_path,required,3.60,ns
synthesis,yosys.area.top_type,dfxtp_1,
global_routing,grt_max_degree,54,
clock_network,cts_buffers,17,
cells_and_area,drive_above_1_share,0.1017,
synthesis,ys_chip_area,6807,sq um
synthesis,ff_type,dfxtp_1,
cells_and_area,final_core_util,0.4854,
hold_path,hold_path.class,reg2reg,
cells_and_area,largest_reg_flops,128,
clock_network,clockRootBuffer,clkbuf_16,
place,place_area,7416,sq um
route,wl_per_cell,21.42,microns
worst_setup_path,cp.buffers_inverters,3,
synthesis,syn_area,6807,sq um
synthesis,synth_top_area_share,0.3765,
route,drt_iter0_markers,661,
synthesis,most_common_cell,nand2_1,
die,core_area,16580,sq um
power_and_ir_drop,p_clk_frac,0.496,
die,die_w,132.4,microns
cells_and_area,top_register,R,
route,final_antenna_net_count,0,
global_routing,antenna_found_initial,0,
power_and_ir_drop,powerDensity,369.2,nW/um^2
clock_network,cts_sinks,128,
synthesis,synthDistinctLibCells,39,
final_timing,setup_viol,0,
worst_setup_path,path_max_fanout,12,
final_timing,tightest_slew,0.8207,ns
power_and_ir_drop,p_sw_frac,0.2525,
global_routing,track_usage,0.2861,
final_timing,rsz0062_at_grt,false,
worst_setup_path,startpoint_type,primary input,
route,drc,0,
synthesis,common_cells,"nand2_1, a21oi_1, dfxtp_1",
worst_setup_path,critPathMostFrequentCell,clkdlybuf4s50_1,
clock_network,clkSlewWorstSetupHoldPaths,0.06,ns
synthesis,yosys_warnings,1,
flow_run,log.warning_count,25,
route,diodes,0,
synthesis,yosysCellCount,889,
final_timing,finalSetupTns,0,ns
global_routing,grt_pass1_wl,36800,microns
worst_setup_path,crit_path_cell_trace,clkdlybuf4s50_1 -> buf_4 -> or2_2 -> o32ai_1 -> o32a_1 -> clkdlybuf4s50_1,
power_and_ir_drop,seqPwrFrac,0.397,
final_timing,fmax,244.1,MHz
power_and_ir_drop,internal_power,2.221,mW
clock_network,ctsResizeCount,0,
worst_setup_path,cpPeakStageDelay,0.71,ns
route,drt-pass1-iter-count,5,
clock_network,hold_buffers,0,
final_timing,fin_crit,4.097,ns
cells_and_area,reg_top3,R x128,
die,die_h,132.4,microns
worst_setup_path,path_class,in2out,
flow_run,cap_violations,0,
power_and_ir_drop,irDropWorstVdd,0.0002593,V
power_and_ir_drop,cellLeakagePower,2.711,nW
final_timing,maxSlewViolCount,0,
power_and_ir_drop,combPwrFrac,0.107,
==> final cells by class <==
type | instances | area (sq um)
repair buffers | 98 | 870.8
well taps | 220 | 275.3
multi-input cells | 648 | 3640
flip-flops and latches | 128 | 2562
clock inverters | 15 | 209.0
inverters | 18 | 67.56
clock buffers | 17 | 425.4
fillers | 1624 | 8533
==> cells by family after synthesis <==
group	share of synthesized area
AOI/OAI and AO/OA	0.2292
buffers and inverters	0.08879
DFF	0.3765
muxes	0.07040
and+or+nand+nor	0.2351
==> power by group through the flow <==
| stage | Clock [mW] | Sequential (mW) | Combinational (mW) |
|---|---|---|---|
| finish | 1.47 | 1.18 | 0.318 |
| global route | 1.54 | 1.18 | 0.338 |
| CTS | 1.48 | 1.18 | 0.313 |
==> path summary, 6_finish.rpt <==
check | cells after the start | endpoint | from
worst max-delay path | 6 | SR1_Out[14] | SR1_In[2]
worst min-delay path | 2 | R[25] | R[25]
worst max register to register | 2 | R[58] | R[58]
worst min register to register | 2 | R[25] | R[25]
==> per-layer routing <==
layer	global-route usage	wire, microns
met2	0.4240	10970
met5	0	0
met4	0.06833	546
met1	0.4249	10720
met3	0.07578	2260
==> worst register-to-register path, delay by kind of cell, from the launching register on <==
kind	cells	cell delay, ns
and+or+nand+nor	1	0.07
AOI/OAI and AO/OA	1	0.15
DFF	1	0.42
==> per-stage QoR <==
stage / setup WS (ns) / instances / hold slack [ns] / power (mW)
floorplan: 1.754 / 889 / 0.4427 / 1.384
global placement: 0.5004 / 1112 / 0.4585 / 1.515
detailed placement: 0.4523 / 1112 / 0.4618 / 1.516
CTS: 0.4495 / 1144 / 0.4695 / 2.977
global route: 0.3057 / 1144 / 0.4926 / 3.065
finish: 0.4033 / 1144 / 0.4709 / 2.972
==> cell usage in the layout (no fill, tap or decap), types with 13 or more instances in the layout <==
master / Yosys / final
a21oi_1: 142 / 142
a22oi_1: 13 / 13
a31oi_1: 13 / 13
a32oi_1: 13 / 13
buf_4: 21 / 40
clkbuf_16: 0 / 17
clkdlybuf4s50_1: 0 / 56
dfxtp_1: 128 / 128
inv_1: 18 / 18
mux2_2: 13 / 13
mux2i_1: 31 / 31
nand2_1: 272 / 272
nand2b_1: 15 / 15
nor2_1: 17 / 17
nor2b_1: 15 / 15
nor3b_1: 14 / 14
o22ai_1: 18 / 18
Power and IR drop assume default switching activity.
